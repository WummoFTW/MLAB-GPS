File: /design/flow/design.v
module CA_ref_generator#(  
    parameter int offset = 0
) (
    input               rst,
    input               clk,
    input         [9:0] phase,
    input      [1022:0] CA_code,
    output logic        tap
);
    logic [9:0] bit_address;
    always_ff @(posedge clk or posedge rst) begin
        if (rst) begin
            bit_address <= 10'd0;
        end else begin
            bit_address <= bit_address + 1;
        end
    end
    always_comb begin
        tap = CA_code[(phase + offset + bit_address) % 1023];   
    end
endmodule
File: /design/flow/run.sh
#!/bin/bash
# OpenROAD 26Q1-2900-gdf79404cd8, Yosys 0.63+post, stock flow scripts
make -C /OpenROAD-flow-scripts/flow DESIGN_CONFIG=/design/flow/config.mk WORK_HOME=/design/flow/orfs finish
File: /design/flow/config.mk
export PLATFORM = sky130hd
export DESIGN_NAME = CA_ref_generator
export DESIGN_NICKNAME = CA_ref_generator
export VERILOG_FILES = /design/flow/design.v
export SDC_FILE = /design/flow/constraint.sdc
export NUM_CORES = 4
export LEC_CHECK = 1
export CORE_AREA = 10 10 399 399
export DIE_AREA = 0 0 409 409
File: /design/flow/constraint.sdc
current_design CA_ref_generator

set clk_period 78.5
set clk_io_pct 0.2

create_clock -name clk0 -period $clk_period [get_ports {clk}]

set non_clock_inputs [all_inputs -no_clocks]
set_input_delay [expr $clk_period * $clk_io_pct] -clock clk0 $non_clock_inputs
set_output_delay [expr $clk_period * $clk_io_pct] -clock clk0 [all_outputs]
==> impl_metrics.prom <==
# HELP chip_impl_metric Physical implementation figures
# TYPE chip_impl_metric gauge
chip_impl_info{name="status",value="complete, no violations"} 1
chip_impl_metric{name="cells_yosys",unit=""} 1637
chip_impl_metric{name="routed-via-count",unit=""} 18070
chip_impl_metric{name="syn_area",unit="mm2"} 0.01120
chip_impl_info{name="critical_path.startpoint",value="phase[0]"} 1
chip_impl_metric{name="max_cap_violations",unit=""} 0
chip_impl_metric{name="tns_setup",unit="ps"} 0
chip_impl_metric{name="area.growth.synth_to_final",unit="%"} 115.8
chip_impl_metric{name="gp_congestion",unit=""} 1.005
chip_impl_metric{name="edf_count",unit=""} 0
chip_impl_metric{name="grt_max_degree",unit=""} 64
chip_impl_metric{name="drt-total-wl",unit="um"} 136300
chip_impl_metric{name="timing_max_transition_violations_final",unit=""} 0
chip_impl_metric{name="synth_warnings",unit=""} 1
chip_impl_info{name="regMostFlops",value="bit_address"} 1
chip_impl_metric{name="fp.coreArea",unit="mm2"} 0.1501
chip_impl_metric{name="worst-path-max-fanout",unit=""} 42
chip_impl_info{name="clock_tree_from_tritoncts",value="yes"} 1
chip_impl_metric{name="netlist.area_leader.share",unit="%"} 15.81
chip_impl_info{name="post_synth_main_area_contributors",value="mux2i_1 (16%), nand2_1 (15%), mux4_2 (13%)"} 1
chip_impl_info{name="top_cells_by_count",value="nand2_1 (460), mux2i_1 (177), nand3_1 (165)"} 1
chip_impl_metric{name="power.share.clock",unit="%"} 6.0
chip_impl_metric{name="synth_flops",unit=""} 10
chip_impl_metric{name="floorplan.die_area",unit="mm2"} 0.1673
chip_impl_metric{name="post-cts-setup-buffers",unit=""} 0
chip_impl_info{name="clock_tree.root_cell",value="clkbuf_16"} 1
chip_impl_metric{name="dp_hpwl",unit="um"} 117500
chip_impl_metric{name="max_slew_margin",unit="%"} 22.18
chip_impl_metric{name="fin_ws",unit="ps"} 36260
chip_impl_info{name="worst_r2r_startpoint",value="bit_address[2]$_DFF_PP0_"} 1
chip_impl_metric{name="power.density_cell_area",unit="mW/mm2"} 6.874
chip_impl_info{name="critPathLaunchType",value="input pin"} 1
chip_impl_metric{name="number_of_flip_flops_in_the_largest_register",unit=""} 10
chip_impl_metric{name="drtPass1Iterations",unit=""} 7
chip_impl_metric{name="routed_via_density",unit=""} 3.905
chip_impl_metric{name="path_clk_slew",unit="ps"} 40
chip_impl_metric{name="ys_chip_area",unit="mm2"} 0.01120
chip_impl_metric{name="comb_power_share",unit="%"} 90.9
chip_impl_metric{name="logic_area",unit="mm2"} 0.01020
chip_impl_info{name="critical_setup_path_class",value="input pin to primary output"} 1
chip_impl_metric{name="drtAntennaViolNets",unit=""} 0
chip_impl_metric{name="sequential_cell_area",unit="um2"} 250.2
chip_impl_metric{name="cell_internal_pwr",unit="uW"} 89.18
chip_impl_metric{name="place.port_buffers",unit=""} 1035
chip_impl_metric{name="max_freq",unit="GHz"} 0.02367
chip_impl_info{name="synth.largest_area_cell",value="mux2i_1"} 1
chip_impl_metric{name="die_width",unit="um"} 409
chip_impl_metric{name="ff_to_ff_path_depth",unit=""} 6
chip_impl_metric{name="report.final.hold_viol_count",unit=""} 0
chip_impl_info{name="yosys_most_used_dff",value="dfrtp_1"} 1
chip_impl_metric{name="asyncSetResetFlopFracSynth",unit="%"} 100.0
chip_impl_metric{name="proportion_of_power_drawn_by_flip_flops_and_latches",unit="%"} 3.1
chip_impl_metric{name="groute.usage.overall",unit="%"} 15.64
chip_impl_metric{name="layout-drive-gt1-share",unit="%"} 8.109
chip_impl_metric{name="dr.first_iter.drc_count",unit=""} 1581
chip_impl_metric{name="grt_first_pass_wirelength",unit="um"} 176200
chip_impl_info{name="setup.worst_path.end",value="tap"} 1
chip_impl_metric{name="grt_remaining_overflow",unit=""} 0
chip_impl_info{name="top_cell_type_by_instance_count_after_synthesis",value="nand2_1"} 1
chip_impl_metric{name="fin_worst_skew",unit="ps"} 3.343
chip_impl_info{name="worstReg2RegEnd",value="bit_address[9]$_DFF_PP0_"} 1
chip_impl_metric{name="p_sw_share",unit="%"} 46.34
chip_impl_info{name="timing.critical_path.to_type",value="primary output"} 1
chip_impl_metric{name="post_synth_inst_count",unit=""} 1637
chip_impl_metric{name="wire_per_inst",unit="um"} 29.46
chip_impl_metric{name="chipHeight",unit="um"} 409
chip_impl_metric{name="tool_warning_count",unit=""} 25
chip_impl_metric{name="post_cts_resized",unit=""} 0
chip_impl_metric{name="std_cell_rows",unit=""} 142
chip_impl_metric{name="layout.filler_cells",unit=""} 17000
chip_impl_metric{name="peakVddDrop",unit="mV"} 0.005424
chip_impl_metric{name="i_o_pin_cnt",unit=""} 1036
chip_impl_metric{name="cp_data_arrival_time",unit="ps"} 26540
chip_impl_metric{name="drc",unit=""} 0
chip_impl_metric{name="postSynthAreaPerCell",unit="um2"} 6.844
chip_impl_metric{name="static-leakage-power",unit="nW"} 8.787
chip_impl_metric{name="pre_cts_slack",unit="ps"} 36260
chip_impl_metric{name="cts.hold.buffers_added",unit=""} 0
chip_impl_metric{name="worstMarginPinSlew",unit="ps"} 1167
chip_impl_metric{name="via_count_of_the_first_global_routing_pass",unit=""} 18670
chip_impl_info{name="hp-class",value="register to register"} 1
chip_impl_metric{name="critPathRequiredTime",unit="ps"} 62800
chip_impl_info{name="top_regs",value="bit_address x10"} 1
chip_impl_info{name="rsz0062_at_grt",value="no"} 1
chip_impl_metric{name="cts-root-to-sink-buffers",unit=""} 2
chip_impl_metric{name="synth_seq_share",unit="%"} 2.234
chip_impl_metric{name="min_period",unit="ps"} 42240
chip_impl_metric{name="initial_core_util",unit="%"} 7.462
chip_impl_metric{name="clkSinkCount",unit=""} 10
chip_impl_metric{name="tritoncts.num_buffers",unit=""} 3
chip_impl_metric{name="cts_max_level",unit=""} 1
chip_impl_metric{name="period_used_share",unit="%"} 53.81
chip_impl_metric{name="p_sw",unit="uW"} 77.02
chip_impl_metric{name="endpoints_failing_setup",unit=""} 0
chip_impl_metric{name="number_of_antenna_violations_at_the_first_check_in_global_routing",unit=""} 43
chip_impl_metric{name="synth.distinct_cells",unit=""} 87
chip_impl_metric{name="clock_insertion_delay_worst_skew",unit="ps"} 240
chip_impl_metric{name="timing.reg2reg.setup_slack",unit="ps"} 77080
final cells by class:
cell class | count | area share, %
clock buffers | 4 | 0.3674
repair buffers | 1124 | 45.71
multi-input cells | 1451 | 42.17
well taps | 2016 | 10.43
flip-flops and latches | 10 | 1.035
diodes | 8 | 0.08279
inverters | 13 | 0.2018
cell usage in the layout, fill, tap and decap left out, types with 9 or more instances in the layout:
| cell | n |
|---|---|
| clkdlybuf4s50_1 | 1035 |
| a21o_1 | 11 |
| nor3_1 | 21 |
| o211ai_1 | 9 |
| nand4_1 | 43 |
| a311oi_1 | 23 |
| and3_1 | 22 |
| ha_1 | 14 |
| inv_1 | 12 |
| a21oi_1 | 67 |
| o22ai_1 | 15 |
| mux4_2 | 67 |
| a221o_1 | 14 |
| a31oi_1 | 22 |
| a32o_1 | 12 |
| nor2_1 | 41 |
| nand2_1 | 457 |
| buf_4 | 85 |
| a211oi_1 | 12 |
| nand3_1 | 164 |
| a221oi_1 | 32 |
| mux2i_1 | 177 |
| a32oi_1 | 19 |
| o21ai_0 | 43 |
| dfrtp_1 | 10 |
layer usage:
layer	track usage (%)	up-vias	wire [um]
li1	-	8197	-
met1	19.59	8692	54120
met2	27.27	993	68310
met3	3.623	149	10380
met4	3.166	34	3261
met5	0	-	210
how the worst min path moves through the flow:
stage,from,end,slack (ps),cells after the start
finish,bit_address[9]$_DFF_PP0_,bit_address[9]$_DFF_PP0_,470,1
global route,bit_address[9]$_DFF_PP0_,bit_address[9]$_DFF_PP0_,510,1
CTS,bit_address[9]$_DFF_PP0_,bit_address[9]$_DFF_PP0_,480,1
cells by family (layout without fill, tap and decap cells):
kind of cell	Yosys count	after routing	share of synthesized area (%)
multiplexers	247	247	29.62
other	0	8	0
AND-OR/OR-AND	369	369	24.54
flip-flops	10	10	2.234
adder cells (fa/ha/maj)	15	15	1.742
buffers and inverters	176	1141	8.320
AND/OR/NAND/NOR	803	803	31.99
XOR/XNOR	17	17	1.564
power by group through the flow:
stage	combinational, mW	clock (mW)	sequential (mW)
final	0.151	0.00993	0.00518
after global routing	0.162	0.0102	0.00518
after CTS	0.155	0.0100	0.00518
critical path, stage by stage:
cell and delay [ps]:
clkdlybuf4s50_1 410, ha_1 230, fa_1 430, a21o_1 190
a221oi_2 380, mux2_4 340, or2_4 270, nor4_2 660
a21boi_1 210, nor2_1 500, inv_2 210, ha_1 310
nand3_1 210, a2bb2oi_4 540, xnor2_4 320, buf_4 490
buf_4 610, buf_4 660, buf_4 550, mux2i_1 180
a221oi_1 610, o21ai_0 200, a41oi_1 260, o2111a_1 320
a311o_1 240, a311oi_2 60, nor4_2 680, clkdlybuf4s50_1 620
through the flow:
stage	hold slack [ps]	power, mW	std cells	util (%)	area (um2)
floorplan	449.3	0.06033	1637	-	11200
global placement	470.0	0.1594	4611	16.01	24030
detailed placement	469.8	0.1596	4614	16.03	24070
CTS	478.9	0.1702	4618	16.09	24160
global route	513.5	0.1771	4625	16.10	24180
finish	471.2	0.1662	4626	16.11	24180
Power is estimated from default activity; no workload was simulated.
