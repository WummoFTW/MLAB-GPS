==> flow/design.v <==
module prescaler_1_023M (
    input  logic clk_in,    
    input  logic rst,       
    output logic clk_0,     
    output logic clk_1,     
    output logic clk_2,     
    output logic clk_3      
);
    localparam logic [63:0] DDS_INC = 64'd1179459451799887360;
    logic [63:0] phase_accumulator;
    logic [1:0]  previous_phase;
    logic [3:0]  phase_pulse;
    always_ff @(posedge clk_in or posedge rst) begin
        if (rst) begin
            phase_accumulator <= 64'd0;
            previous_phase    <= 2'd0;
            phase_pulse       <= 4'd0;
        end else begin
            automatic logic [63:0] next_acc;
            automatic logic [1:0]  next_phase;
            next_acc   = phase_accumulator + DDS_INC;
            phase_accumulator <= next_acc;
            next_phase = next_acc[63:62];
            if (next_phase != previous_phase) begin
                phase_pulse <= 4'b0001 << next_phase;
            end else begin
                phase_pulse <= 4'b0000;
            end
            previous_phase <= next_phase;
        end
    end
    assign clk_0 = phase_pulse[0];
    assign clk_1 = phase_pulse[3];
    assign clk_2 = phase_pulse[2];
    assign clk_3 = phase_pulse[1];
endmodule
==> flow/run.sh <==
#!/bin/bash
# OpenROAD 26Q1-2900-gdf79404cd8, Yosys 0.63+post, stock flow scripts
make -C /OpenROAD-flow-scripts/flow DESIGN_CONFIG=/design/flow/config.mk WORK_HOME=/design/flow/orfs finish
==> flow/config.mk <==
export PLATFORM = sky130hd
export DESIGN_NAME = prescaler_1_023M
export DESIGN_NICKNAME = prescaler_1_023M
export VERILOG_FILES = /design/flow/design.v
export SDC_FILE = /design/flow/constraint.sdc
export NUM_CORES = 4
export LEC_CHECK = 1
export CORE_UTILIZATION = 50
==> flow/constraint.sdc <==
current_design prescaler_1_023M

set clk_period 5.5
set clk_io_pct 0.2

create_clock -name clk0 -period $clk_period [get_ports {clk_in}]

set non_clock_inputs [all_inputs -no_clocks]
set_input_delay [expr $clk_period * $clk_io_pct] -clock clk0 $non_clock_inputs
set_output_delay [expr $clk_period * $clk_io_pct] -clock clk0 [all_outputs]
==> results.yml <==
# yosys + openroad results
run_status:
  status: "complete, no violations"
route:
  antenna_cells_inserted: 0
  avgRoutedWirePerCell_um: 14.4
  number_of_vias_in_the_routed_layout: 2064
  wl_met3_um: 129
  remaining_drc_errors: 0
  total_routed_wirelength_um: 5460
  routed.top_layer: "met4"
  drt.antenna.violating_nets: 0
  via_per_inst: 5.46
  amount_of_wire_on_met2_after_detailed_routing_um: 2200
  drt_first_iter_violations: 86
  detail_route.first_pass.iterations: 4
  wirelength_met1_um: 3020
clock_tree:
  clock_tree_from_tritoncts: "done"
  clk_transition_reported_paths_ns: 0.07
  postCtsSetupBuffers: 0
  tritoncts_num_sinks: 59
  cts_root_buffer: "clkbuf_8"
  cts_inserted_buffers: 9
  ctsHtreeMaxLevel: 3
  cts.repair.resized: 0
  clock_tree.buffer_depth: 2
  clock_latency_ns: 0.34
  cts_hold_buf: 0
synth:
  flop_cell: "dfrtp_1"
  synth_async_sr_flop_share: 1.00
  yosys.cell_types.count: 64
  syn-instance-count: 288
  post_synth.cell_area_avg_sq_um: 10.7
  syn_area_sq_um: 3070
  synth_seq_share: 0.480
  yosys_warnings: 1
  ys_cells: 288
  synth-edff-count: 0
  synth-area-yosys_sq_um: 3070
  postSynthRegisterBits: 59
grt:
  via_count_of_the_first_global_routing_pass: 1943
  grt_antenna_before_repair: 0
  first_pass_grt_wire_length_um: 9360
  grt_overflow: 0
  pin_count_of_the_biggest_net_entering_global_routing: 60
  gr-usage-all-layers: 0.196
timing:
  totalNegativeSetupSlack_ns: 0
  final_period_minus_worst_setup_slack_ns: 2.34
  grt_setup_unrepaired: "false"
  final_setup_violation_count: 0
  hold_slack_ns: 0.460
  slew_viol_final: 0
  clock-skew-final_ns: 0.00654
  layout_worst_path_cycle_share: 0.426
  max-slew-margin-rel: 0.513
  worst_pin_slew_ns: 0.731
  maxClockFrequency_mhz: 427
  final-hold-violation-count: 0
placed_design:
  io_buffer_count: 5
  gp_congestion: 0.851
  dpl-instance-area_sq_um: 3170
  post_place_cells: 362
  dpl.hpwl_um: 3690
floorplanning:
  rows: 28
  die_area_sq_um: 6460
  floorplan.core_area_sq_um: 5920
  floorplanUtilization: 0.519
  die.size.x_um: 80.4
  fp.dieH_um: 80.4
  top_level_ports: 6
critical_path:
  critical_path.startpoint_type: "flip-flop"
  worst-setup-path-type: "reg -> reg"
  worst-endpoint-arrival_ns: 2.57
  worst-r2r-setup-slack_ns: 3.16
  critPathRequiredTime_ns: 5.73
  crit_fanout: 6
  worstSetupEndpointType: "flip-flop"
cells_and_area:
  lay_top_cells: "dfrtp_1, nand2_1, xnor2_1"
  most_frequently_placed_logic_cell_in_the_final_layout: "dfrtp_1"
  stdcell_area_sq_um: 3340
  synthToLayoutAreaGrowth_pct: 8.67
  layout.cells.non_filler: 378
  drive_above_1_share: 0.142
flow_run:
  cap_violations: 0
  tool_warnings: 25
power:
  finalPower_mw: 0.775
  static_leakage_power_nw: 1.35
  vdd_ir_drop_max_uv: 157
  p_per_cell_area_nw_per_um2: 232
hold_path:
  timing.hold.worst.class: "reg -> reg"
[metal layers]
metal,track usage,vias to the layer above
met1,0.350,988
li1,-,1045
met2,0.258,19
met5,0,-
met3,0.0358,12
met4,0.0357,0
[power breakdown]
| group | internal, mW | switching (mW) |
|---|---|---|
| Combinational | 0.00115 | 0.00822 |
| Sequential | 0.434 | 0 |
| Clock | 0.160 | 0.172 |
[registers in the layout, indices dropped and copies added, names as in the netlist]
name / cells
previous_phase: 1
phase_pulse: 4
phase_accumulator: 54
[critical path, cell delays in order, from the launching register on]
cell      delay [ns]
dfrtp_1         0.43
or4_4           0.57
a41oi_4         0.35
o21ai_4         0.12
a211oi_1        0.27
nor2_1          0.19
o311ai_1        0.29
[synth_stat cells (2+ instances only)]
master	instances	area (sq um)
a21o_1	3	22.5
nand4_1	5	31.3
clkbuf_8	2	27.5
nand2b_1	6	37.5
or2_2	3	18.8
a211oi_2	2	25.0
clkbuf_1	3	11.3
a31oi_1	6	37.5
xor2_1	21	184
xnor2_1	23	201
mux2i_1	2	20.0
or4_1	2	15.0
nor2_1	21	78.8
nand3_1	6	30.0
o211ai_1	3	22.5
a21oi_1	11	55.1
dfrtp_1	59	1480
nor3_1	4	20.0
o21ai_1	6	30.0
o311ai_1	2	17.5
nand3b_1	2	15.0
o41ai_1	2	17.5
a211o_1	4	35.0
inv_1	9	33.8
and3_1	5	31.3
nand2_1	26	97.6
o21bai_1	2	15.0
a211oi_1	2	15.0
or3_4	2	22.5
nor3_2	2	20.0
and2_1	4	25.0
o21ai_0	6	30.0
[cells by family after synthesis]
group	count (synthesis)	share of synthesized area
mux	2	0.00651
xor+xnor	44	0.125
flops	59	0.480
simple gates	102	0.188
compound gates	64	0.167
buf+inv	16	0.0285
fa+ha+maj	1	0.00407
[cell type report]
class | count | area (sq um)
well taps | 75 | 93.8
clock buffers | 9 | 124
inverters | 9 | 33.8
flip-flops and latches | 59 | 1480
clock inverters | 7 | 45.0
multi-input cells | 213 | 1510
fillers | 499 | 2580
repair buffers | 6 | 57.6
[metrics by stage]
step	worst slack [ns]	util
floorplan	2.94	-
global placement	3.17	0.536
detailed placement	3.16	0.536
CTS	3.15	0.564
global route	3.00	0.564
finish	3.16	0.564
[final timing paths]
| path | from | cells past startpoint | to |
|---|---|---|---|
| max in group asynchronous | rst | 3 | phase_accumulator[55]$_DFF_PP0_ |
| worst min register to register | phase_accumulator[52]$_DFF_PP0_ | 1 | phase_accumulator[52]$_DFF_PP0_ |
| worst max register to register | phase_accumulator[11]$_DFF_PP0_ | 6 | phase_accumulator[56]$_DFF_PP0_ |
| worst max-delay path | phase_accumulator[11]$_DFF_PP0_ | 6 | phase_accumulator[56]$_DFF_PP0_ |
| min in group asynchronous | rst | 3 | phase_pulse[0]$_DFF_PP0_ |
| worst min-delay path | phase_accumulator[52]$_DFF_PP0_ | 1 | phase_accumulator[52]$_DFF_PP0_ |
Power is estimated from default activity; no workload was simulated.
